--- flow/design.v ---
module ALU(A,B,OPcode,CF,ZF,Out);
	input[31:0] A,B;
	input [2:0]OPcode;
	output ZF;
	output reg CF;
	output reg[31:0]Out;
always @(*)
begin
case (OPcode)
3'b000: {CF,Out}=A+B;
3'b001: {CF,Out}=A<<B;
3'b011: {CF,Out}=B;
3'b010: {CF,Out}=A-B;
3'b100: {CF,Out}=A^B;
3'b101: {CF,Out}=A>>B;
3'b110: {CF,Out}=A|B;
3'b111: {CF,Out}= A&B;
default: {CF,Out}=32'h0000;
endcase
end
assign ZF = ~|(Out);
endmodule
--- flow/config.mk ---
export PLATFORM = sky130hd
export DESIGN_NAME = ALU
export DESIGN_NICKNAME = ALU
export VERILOG_FILES = /design/flow/design.v
export SDC_FILE = /design/flow/constraint.sdc
export NUM_CORES = 4
export LEC_CHECK = 1
export CORE_UTILIZATION = 40
--- flow/constraint.sdc ---
current_design ALU

set clk_period 24.5
set clk_io_pct 0.2

create_clock -name clk0 -period $clk_period

set non_clock_inputs [all_inputs -no_clocks]
set_input_delay [expr $clk_period * $clk_io_pct] -clock clk0 $non_clock_inputs
set_output_delay [expr $clk_period * $clk_io_pct] -clock clk0 [all_outputs]
--- flow/run.sh ---
#!/bin/bash
# OpenROAD 26Q1-2900-gdf79404cd8, Yosys 0.63+post, stock flow scripts
make -C /OpenROAD-flow-scripts/flow DESIGN_CONFIG=/design/flow/config.mk WORK_HOME=/design/flow/orfs finish
==> flow_summary.json <==
{
  "log.warning_count": 65,
  "clkbuf_count": 0,
  "globalRouteMet2Util_pct": 58.00,
  "yosysUniqueCellTypes": 83,
  "crit_fanout": 42,
  "cts_hold_repair.buffers": 0,
  "worst_pin_slew_ns": 0.8296,
  "finalCritPeriodShare_pct": 65.02,
  "detailedPlacementHpwl_mm": 34.30,
  "fmaxAchievable_mhz": 62.78,
  "maxCapViolCount": 0,
  "global_route.overflow_total": 0,
  "netSwitchingFraction_pct": 60.25,
  "synth_seq_share_pct": 0,
  "dieHeight_um": 150.7,
  "first_pass_iters": 5,
  "layout-drive-gt1-share_pct": 8.560,
  "wl_per_cell_um": 28.09,
  "net-switching-power_uw": 156.2,
  "met1_demand_to_capacity_share_in_global_routing_pct": 58.53,
  "worst-setup-path-type": "input port to primary output",
  "timing.critical_path.arrival_ns": 11.03,
  "grt_first_pass_wirelength_mm": 64.45,
  "hold_path_class": "input port to primary output",
  "top_level_ports": 101,
  "floorplan.core_area_mm2": 0.02176,
  "setup.worst_path.start_class": "input port",
  "p_int_uw": 103.0,
  "die-width_um": 150.7,
  "floorplan.die_area_mm2": 0.02271,
  "critPathRequiredTime_ns": 19.60,
  "grt_pass1_vias": 9777,
  "worst_slew_margin_rel_pct": 44.36,
  "run_status": "finished clean",
  "first_iter_violations": 1306,
  "floorplan.initialDensity_pct": 40.65,
  "ir_worst_vdd_mv": 0.01383,
  "syn-cell-area_mm2": 0.008845,
  "antenna_found_initial": 0,
  "vias_per_cell": 6.754,
  "drt_wl_total_mm": 43.99,
  "place.port_buffers": 101,
  "power_per_cell_area_mw_per_mm2": 26.00,
  "met3_track_demand_over_resource_in_global_routing_pct": 9.335,
  "hold_ws_ns": 10.83,
  "yosysChipArea_mm2": 0.008845,
  "final.min_clock_period_ns": 15.93,
  "layout.sequential_cells": 0,
  "syn-instance-count": 1249,
  "setup-violations-final": 0,
  "grt_most_used_layer": "met1",
  "final_max_slew_viol_count": 0,
  "final_gp_congestion": 1.079,
  "grt_max_degree": 65,
  "setup_tns_ns": 0,
  "syn2layout_area_growth_pct": 12.75,
  "synth.yosys.num_cells": 1249,
  "post-route-drc-count": 0,
  "setup.worst_path.end_class": "primary output",
  "postCtsSetupRepairBufs": 0,
  "mapped_avg_cell_area_um2": 7.081,
  "post_cts_resize_count": 0,
  "yosysWarningCount": 1,
  "globalRouteTotalUtil_pct": 39.90,
  "num_rows": 54,
  "timing.final.hold_violations": 0,
  "ant_nets": 0,
  "regArea_um2": 0,
  "grt_setup_unrepaired": "no",
  "power.leakage_uw": 0.004074,
  "routed_vias": 10580
}
[power groups by stage]
stage | Combinational, uW | Clock (uW) | Sequential, uW
4_1_cts | 252 | 0 | 0
5_1_grt | 277 | 0 | 0
[cell usage after synthesis, types with 5 or more instances]
cell type                   number  area [um^2]
sky130_fd_sc_hd__nand2_1       149        559.3
sky130_fd_sc_hd__nor2_1        100        375.4
sky130_fd_sc_hd__ha_1           97         1214
sky130_fd_sc_hd__a21oi_1        92        460.4
sky130_fd_sc_hd__inv_1          71        266.5
sky130_fd_sc_hd__o21ai_0        71        355.3
sky130_fd_sc_hd__mux2i_1        58        580.6
sky130_fd_sc_hd__clkbuf_1       56        210.2
sky130_fd_sc_hd__mux4_2         42        945.9
sky130_fd_sc_hd__xnor2_1        39        341.6
sky130_fd_sc_hd__buf_2          28        140.1
sky130_fd_sc_hd__nand3_1        28        140.1
sky130_fd_sc_hd__nor3_1         28        140.1
sky130_fd_sc_hd__a211oi_1       23        172.7
sky130_fd_sc_hd__a31oi_1        20        125.1
sky130_fd_sc_hd__o211ai_1       19        142.6
sky130_fd_sc_hd__nor4_1         16        100.1
sky130_fd_sc_hd__o22ai_1        16        100.1
sky130_fd_sc_hd__and3_1         14        87.58
sky130_fd_sc_hd__mux2_2         14        157.7
sky130_fd_sc_hd__a22oi_1        13        97.59
sky130_fd_sc_hd__nand2b_1       13        81.33
sky130_fd_sc_hd__a221oi_1       11        96.34
sky130_fd_sc_hd__nand4_1        10        62.56
sky130_fd_sc_hd__a211o_1         9        78.83
sky130_fd_sc_hd__mux2_1          9        101.4
sky130_fd_sc_hd__o21a_1          9        67.56
sky130_fd_sc_hd__o21ai_1         9        45.04
sky130_fd_sc_hd__a21o_1          7        52.55
sky130_fd_sc_hd__buf_1           7        26.28
sky130_fd_sc_hd__o221ai_1        7        61.31
sky130_fd_sc_hd__o31ai_1         7        52.55
sky130_fd_sc_hd__or3_1           7        43.79
sky130_fd_sc_hd__a22o_1          6        52.55
sky130_fd_sc_hd__and2_1          6        37.54
sky130_fd_sc_hd__buf_6           6        67.56
sky130_fd_sc_hd__a2111oi_0       5        43.79
sky130_fd_sc_hd__a21boi_0        5        37.54
sky130_fd_sc_hd__a221o_1         5        50.05
sky130_fd_sc_hd__a222oi_1        5        50.05
sky130_fd_sc_hd__and4_1          5        43.79
sky130_fd_sc_hd__nor2b_1         5        31.28
sky130_fd_sc_hd__o41ai_1         5        43.79
sky130_fd_sc_hd__or4_1           5        37.54
sky130_fd_sc_hd__xor2_1          5        43.79
[cell usage in the layout (no fill, tap or decap), drive strengths merged, types with 6 or more instances in the layout]
master	netlist	routed
or3	7	7
and3	14	14
o211ai	19	19
o221ai	7	7
xnor2	39	39
nand3	28	28
nand2	149	149
o22ai	16	16
nand2b	13	13
o31ai	7	7
a221oi	11	11
mux2	23	23
a31oi	20	20
nand4	10	10
a21oi	92	92
ha	97	97
inv	74	74
buf	45	41
o21ai	80	80
mux4	45	45
a211o	9	9
a21o	7	7
a22o	6	6
nor2	101	101
mux2i	58	58
nor3	28	28
nor4	17	17
o21a	9	9
a22oi	13	13
a211oi	23	23
and2	6	6
clkdlybuf4s50	0	96
[cell type report]
class | instances | area [um^2]
diodes | 1 | 2.502
fillers | 2250 | 11780
inverters | 74 | 277.8
multi-input cells | 1074 | 8080
well taps | 280 | 350.3
repair buffers | 137 | 1261
[critical path, cell delays in order]
cell and delay [ns]:
sky130_fd_sc_hd__buf_2 0.09, sky130_fd_sc_hd__buf_4 0.28, sky130_fd_sc_hd__inv_2 0.09, sky130_fd_sc_hd__buf_4 0.43
sky130_fd_sc_hd__ha_1 0.33, sky130_fd_sc_hd__nand3_1 0.22, sky130_fd_sc_hd__or4_1 0.46, sky130_fd_sc_hd__nor4_1 0.57
sky130_fd_sc_hd__a31oi_1 0.19, sky130_fd_sc_hd__xnor2_1 0.16, sky130_fd_sc_hd__ha_1 0.44, sky130_fd_sc_hd__nor2b_1 0.08
sky130_fd_sc_hd__a211oi_1 0.21, sky130_fd_sc_hd__o32a_1 0.24, sky130_fd_sc_hd__o31ai_1 0.10, sky130_fd_sc_hd__a211o_1 0.27
sky130_fd_sc_hd__a211o_1 0.29, sky130_fd_sc_hd__nor4_1 0.28, sky130_fd_sc_hd__nand4b_1 0.21, sky130_fd_sc_hd__nor4_1 0.29
sky130_fd_sc_hd__nand4b_1 0.18, sky130_fd_sc_hd__nor4_2 0.16, sky130_fd_sc_hd__clkdlybuf4s50_1 0.50
[path summary, 6_finish.rpt]
check,start,end,slack [ns],cells after the start
max,B[0],ZF,8.57,23
min,B[2],Out[3],10.83,3
[layer usage]
layer,wire (um),part of all wire [%]
met5,0,0
met4,1632,3.7
met3,4689,11
met2,18650,42
met1,19020,43
[per-stage QoR]
stage / cell area, um^2 / total power (uW) / utilization, % / setup WS (ns) / instances
floorplan: 8845 / 152.0 / - / 9.877 / 1249
global placement: 9970 / 252.1 / 45.82 / 8.717 / 1565
detailed placement: 9970 / 250.8 / 45.82 / 8.729 / 1565
CTS: 9970 / 252.0 / 45.82 / 8.699 / 1565
global route: 9970 / 276.6 / 45.82 / 8.216 / 1565
finish: 9972 / 259.3 / 45.84 / 8.570 / 1566
[cell families (layout without fill, tap and decap cells)]
logic type	Yosys count	in the layout	share of synthesized area (%)
XOR/XNOR	44	44	4.357
buffers and inverters	175	211	8.643
AND/OR/NAND/NOR	412	412	22.12
adder cells (fa/ha/maj)	98	98	13.95
multiplexers	126	126	21.08
other	0	1	0
AND-OR/OR-AND	394	394	29.85
No activity file was given, so power comes from the tool's default toggle rates.
