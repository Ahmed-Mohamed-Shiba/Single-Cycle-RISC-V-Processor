==> design/flow/design.v <==
module PC(
input clk,arst,load,PCSrc,
input [31:0]ImmExt,
output reg [31:0]PC
);
reg [31:0]PCnext;
always @(posedge clk or negedge arst)
begin
	if(~arst)	
		PC <= 32'b0;
	else if (load)
		PC <= PCnext;
	else 
		PC <= PC;
end
always @(*)
begin
	if(PCSrc)
		PCnext = PC + ImmExt;
	else 
		PCnext = PC + 3'b100;
end
endmodule
==> design/flow/run.sh <==
#!/bin/bash
# OpenROAD 26Q1-2900-gdf79404cd8, Yosys 0.63+post, stock flow scripts
make -C /OpenROAD-flow-scripts/flow DESIGN_CONFIG=/design/flow/config.mk WORK_HOME=/design/flow/orfs finish
==> design/flow/config.mk <==
export PLATFORM = sky130hd
export DESIGN_NAME = PC
export DESIGN_NICKNAME = PC
export VERILOG_FILES = /design/flow/design.v
export SDC_FILE = /design/flow/constraint.sdc
export NUM_CORES = 4
export LEC_CHECK = 1
export CORE_UTILIZATION = 50
==> design/flow/constraint.sdc <==
current_design PC

set clk_period 5.9
set clk_io_pct 0.2

create_clock -name clk0 -period $clk_period [get_ports {clk}]

set non_clock_inputs [all_inputs -no_clocks]
set_input_delay [expr $clk_period * $clk_io_pct] -clock clk0 $non_clock_inputs
set_output_delay [expr $clk_period * $clk_io_pct] -clock clk0 [all_outputs]
==> results.py <==
# Metrics from the implementation run
metrics = {
    "global_routing": {
        "grt_util_met1_pct": 44.64,
        "grt.overflow.total": 0,
        "grt_pass1_wl_um": 16810,
        "grt_usage_pct": 29.07,
        "first_global_vias": 3477,
        "grtUsageMet3_pct": 2.995,
        "grt_max_degree": 50,
        "top_usage_layer": "met2",
        "antenna_found_initial": 0,
        "grt_use_met2_pct": 45.81,
    },
    "clock_network": {
        "numCtsBuffers": 5,
        "clk_pin_slew_ps": 80,
        "tritoncts": "built",
        "clock_latency_ps": 290,
        "cts_hold_buf": 0,
        "cts_resized": 0,
        "clock-root-buffer": "clkbuf_8",
        "cts.sinks": 32,
        "cts_buffer_depth": 2,
        "cts_setup_buffers": 0,
        "htreeDepth": 2,
    },
    "placement": {
        "dp_hpwl_um": 7577,
        "io_buffers": 67,
        "dpl.cell_count": 617,
        "pre_cts_ws_ps": 1755,
        "place.gp.congestion": 0.9454,
    },
    "drt": {
        "antenna_cells": 0,
        "wirelength_um": 10310,
        "routed_via_density": 6.034,
        "vias": 3765,
        "routedWlPerCell_um": 16.53,
        "drcViolationCount": 0,
        "drtAntennaViolNets": 0,
        "dr.pass1.iters": 4,
        "drt_iter0_markers": 183,
    },
    "setup_path": {
        "crit_chain": "clkdlybuf4s50_1, ha_1, inv_1, fa_1, nor2b_1, o31ai_4, a2111oi_4, a311oi_2, a2111oi_2, a2111oi_2, xor2_1, a211oi_2",
        "arrival_ps": 4070,
        "crit_required_ps": 6110,
        "startpoint": "ImmExt[0]",
        "critical_path_peak_fanout": 5,
        "slowest_delay_ps": 450,
        "rr_endpoint": "PC[24]",
        "crit_path_top_delay_cell": "clkdlybuf4s50_1",
        "critPathLaunchType": "input pin",
        "cp-end-kind": "flip-flop",
        "reg2reg_from": "PC[9]",
        "rrSetupSlack_ps": 2890,
        "crit_type": "in -> reg",
        "critPathTopFamily": "AND-OR/OR-AND gates",
        "path_common_cell": "a2111oi_2",
        "critPathBufInv": 2,
        "reg2regPathDepth": 9,
    },
    "floorplanning": {
        "fp_util_pct": 52.33,
        "die_area_mm2": 0.007533,
        "pin_count": 68,
        "core_area_mm2": 0.006869,
        "die_w_um": 86.79,
        "num_rows": 30,
        "die_y_um": 86.79,
    },
    "hold_path": {
        "hold-path-cell-count": 1,
        "min-delay-start": "PC[31]",
        "worstHoldPathType": "reg -> reg",
        "hold-path-endpoint": "PC[31]",
    },
    "synth": {
        "seq_area_frac_synth_pct": 22.28,
        "yosys_warnings": 1,
        "synthSimpleGateAreaFrac_pct": 19.98,
        "ys_sh_xor_pct": 5.117,
        "avgSynthCellArea_um2": 7.697,
        "edf_count": 0,
        "syn_area_mm2": 0.003595,
        "async_reset_ff_share_pct": 100.0,
        "yosys_cells": 467,
        "synthTopCellsByArea": "dfrtp_1, ha_1, a21oi_1, o21ai_0, nand2_1",
        "aoi_share_pct": 35.71,
        "logic_family": "AND-OR/OR-AND gates",
        "synth_adder_area_share_pct": 11.70,
        "synthCells": 467,
        "synth_chip_area_mm2": 0.003595,
        "largest_area_cell": "dfrtp_1",
        "synth.area.mux_share_pct": 2.019,
        "ff_type": "dfrtp_1",
        "yosysTopAreaCellShare_pct": 22.28,
        "synth_flops": 32,
        "yosysUniqueCellTypes": 59,
    },
    "timing": {
        "setup-tns-final_ps": 0,
        "hold_viol_final": 0,
        "finalClockPeriodUsage_pct": 65.32,
        "setup_violations": 0,
        "timing.fmax_mhz": 259.5,
        "skew_ps": 5.632,
        "drv_slew": 0,
        "finalWorstSetupSlack_ps": 2046,
        "whs_ps": 479.4,
        "rsz0062_at_grt": "false",
        "period_minus_slack_ps": 3854,
        "worstMarginPinSlew_ps": 771.5,
        "slew_headroom_pct": 48.51,
    },
    "layout": {
        "area_growth_pct": 23.15,
        "top_register": "PC",
        "final_cell_mix": "clkdlybuf4s50_1, a21oi_1, nand2_1, nor2_1, o21ai_0",
        "register_area_um2": 800.8,
        "final_cell_count_no_fill": 624,
        "nFillCells": 630,
        "reg_top3": "PC x32",
        "drive_above_1_share_pct": 5.492,
        "combGateArea_mm2": 0.002679,
        "largest_register_ffs": 32,
        "lay_top_count": "clkdlybuf4s50_1",
    },
    "run": {
        "maxCapViolCount": 0,
        "tool_warnings": 27,
    },
    "power_and_ir_drop": {
        "total_power_uw": 2109,
        "powerDensity_mw_per_mm2": 476.5,
        "leakagePower_uw": 0.001830,
        "ir_drop_mv": 0.1988,
    },
    "run_status": {
        "status": "completed",
    },
}
[synthesized netlist by cell type (4+ instances only)]
| library cell | count |
|---|---|
| ha_1 | 32 |
| a31o_2 | 6 |
| and3_1 | 10 |
| inv_1 | 13 |
| clkbuf_1 | 13 |
| nand4_1 | 8 |
| o21a_1 | 6 |
| nand2_1 | 52 |
| nor2b_1 | 4 |
| a21oi_1 | 61 |
| nand3_1 | 17 |
| nor3_1 | 9 |
| xor2_1 | 7 |
| a22oi_1 | 6 |
| o211ai_1 | 5 |
| nor2_1 | 40 |
| a211oi_1 | 5 |
| xnor2_1 | 14 |
| a31oi_1 | 5 |
| a21o_1 | 16 |
| nand2b_1 | 6 |
| o21ai_0 | 40 |
| dfrtp_1 | 32 |
| mux2i_1 | 5 |
[worst reg2reg max path, stage by stage (launching register included)]
cell	delay (ps)
dfrtp_1	470
ha_1	420
a21o_1	200
a21oi_1	190
o21ai_0	180
a311oi_2	500
a21oi_1	210
a211oi_1	400
xor2_1	190
a31oi_1	90
[power breakdown]
| part | switching [uW] | leakage [uW] | internal [uW] |
|---|---|---|---|
| clock network | 91.8 | 0.0000410 | 80.4 |
| registers | 179 | 0.000371 | 322 |
| logic | 716 | 0.00142 | 720 |
| total | 987 | 0.00183 | 1120 |
[stage by stage]
stage	util (%)	cell area, um2
after floorplan	-	3595
after global placement	63.32	4349
after detailed placement	63.32	4349
after CTS	64.44	4427
after global routing	64.44	4427
final	64.44	4427
[area by class of cell]
| cell class | count | area share (%) |
|---|---|---|
| multi-input cells | 405 | 60.51 |
| flip-flops and latches | 32 | 18.09 |
| repair buffers | 71 | 15.83 |
| well taps | 96 | 2.713 |
| clock buffers | 6 | 1.639 |
| inverters | 13 | 1.102 |
| clock inverters | 1 | 0.1131 |
[cell families after synthesis]
| logic type | Yosys count |
|---|---|
| buffers and inverters | 30 |
| adder cells (fa/ha/maj) | 33 |
| AND-OR/OR-AND | 189 |
| XOR/XNOR | 21 |
| flip-flops | 32 |
| AND/OR/NAND/NOR | 155 |
| multiplexers | 7 |
[worst max-delay path by stage]
stage | to | slack (ps) | cells after the start
CTS | PC[30] | 2050 | 12
global route | PC[30] | 1860 | 12
finish | PC[30] | 2050 | 12
[routing by layer]
metal / vias up / share of wire [%]
li1: 1875 / -
met1: 1759 / 47
met2: 115 / 46
met3: 16 / 5.8
met4: 0 / 1.6
met5: - / 0
Power figures rest on the tool's default switching activity, not on a simulated workload.
